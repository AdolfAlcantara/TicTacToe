$ cat flow/constraint.sdc
current_design lfsr

set clk_period 1.7
set clk_io_pct 0.2

create_clock -name clk0 -period $clk_period [get_ports {clk}]

set non_clock_inputs [all_inputs -no_clocks]
set_input_delay [expr $clk_period * $clk_io_pct] -clock clk0 $non_clock_inputs
set_output_delay [expr $clk_period * $clk_io_pct] -clock clk0 [all_outputs]
$ cat flow/design.v
module lfsr    (
    output reg[3:0] out,     
    input enable,            
    input clk,               
    input reset               
);
wire        linear_feedback;
assign linear_feedback =  ! (out[3] ^ out[0]);
always @(posedge clk)
    if (reset)  
        out <= 4'd0; 
    else 
        if (enable) begin
            if(out[2] && (out[1]|| out[0]))
                out<={1'd0,(out[3] || out[0]),(out[3] && out[2]),(out[3]^out[1])};
            else
                out<={out[2],out[0],out[1],linear_feedback};
        end
endmodule  
$ cat flow/config.mk
export PLATFORM = sky130hd
export DESIGN_NAME = lfsr
export DESIGN_NICKNAME = lfsr
export VERILOG_FILES = /design/flow/design.v
export SDC_FILE = /design/flow/constraint.sdc
export NUM_CORES = 4
export LEC_CHECK = 1
export CORE_AREA = 10 10 70 70
export DIE_AREA = 0 0 80 80
$ cat flow/run.sh
#!/bin/bash
# OpenROAD 26Q1-2900-gdf79404cd8, Yosys 0.63+post, stock flow scripts
make -C /OpenROAD-flow-scripts/flow DESIGN_CONFIG=/design/flow/config.mk WORK_HOME=/design/flow/orfs finish
==> flow_summary.ini <==
; generated from flow reports
[critical_path]
critPathBufInv = 1
crit_type = reg2out
startpoint = out[2]$_SDFFE_PP0P_
worst_ep_required_time_ns = 1.36
r2r_slack_ns = 0.30
timing.rr.start = out[0]$_SDFFE_PP0P_
start_kind = flop
critPathArrivalTime_ns = 1.18
crit_fanout = 6
end_kind = output port
path_depth = 1
worstSetupEndpoint = out[2]
r2r_end = out[0]$_SDFFE_PP0P_
critPathSlowestCell = clkdlybuf4s50_1
worstPathCellList = clkdlybuf4s50_1
r2r_cells = 5
path_delay_family = buffers and inverters
slowest_delay_ns = 0.51

[logic_synthesis]
xor_area_share_pct = 0
ys_sh_aoi_pct = 30.3
ys_sh_simple_pct = 19.4
ys_ff = 4
synthAdderAreaFrac_pct = 6.06
syn_inst = 25
top_cells_by_count = dfxtp_1, nand2_1, inv_1, nor2_1
yosys-stat-area_sq_um = 206
yosysSeqAreaShare_pct = 38.8
yosys-top-cells-area = dfxtp_1, a2111oi_2, nand2_1
syn_area_per_cell_sq_um = 8.26
yosysWarnings = 1
mux_share_pct = 0
synth_top_cell_by_area = dfxtp_1
synth-async-reset-ratio_pct = 0
edf_count = 0
netlist_area_sq_um = 206
synth.distinct_cells = 15
top_area_share_pct = 38.8
synthFlopType = dfxtp_1
top_logic_kind = AND-OR/OR-AND gates
ys_cells = 25

[timing]
slew_violations = 0
rsz0062_at_grt = false
relSlewSlack_pct = 83.9
hold_viol = 0
worst_pin_slew_ns = 0.242
fin_crit_ns = 1.52
skew_ns = 0.00109
fmax_mhz = 656
setup_viol = 0
period_used_pct = 89.7
tns_ns = 0

[job]
maxCapViolations = 0
warnings = 25

[clocking]
post_cts_buffers = 0
cts_resized = 0
hold_buffers = 0
cts_buffer_depth = 2
cts.sinks = 4
cts.clk_slew.worst_paths_ns = 0.04
ctsRootBufferMaster = clkbuf_4
insertion_delay_ns = 0.24
cts_buffers = 3
htreeDepth = 1
cts_tree = built

[grt]
grt_pass1_wl_um = 814
antenna_found_initial = 0
grt_max_degree = 8
grt_pass1_vias = 220
grt_overflow = 0
track_usage_pct = 1.67

[detailed_routing]
post_drt_wl_per_cell_um = 6.43
vias = 221
dr_wl_met2_um = 153
route.antenna.diode_count = 0
dr.pass1.iters = 4
top_layer_used = met3
via_per_inst = 2.76
first_iter_violations = 30
routed_wl_um = 514
ant_nets = 0
wl_met1_um = 233
drc_errors = 0
met3WireLength_um = 127

[pwr]
leakagePower_nw = 0.105
p_per_area_nw_per_um2 = 760
power_uw = 263
peakVddDrop_v = 0.000362

[final_layout]
drive_gt1_share_pct = 14.7
largestRegisters = out x4
area_growth_pct = 67.9
fillers = 408
largest_reg_flops = 4
multiInputGateArea_sq_um = 115
regMostFlops = out
layout.cells.non_filler = 80
seq_area_sq_um = 80.1

[min_path]
hp-class = reg2reg

[floorplan]
die_w_um = 80
row_count = 21
coreArea_sq_um = 3420
die-area_sq_um = 6400
die_height_um = 80
ios = 7
initCoreUtil_pct = 6.04

[placed_design]
post-dp-hpwl_um = 369
numPlacedInstances = 77
port_buffers = 6
gp_congestion = 0.762

[status]
status = complete, no violations
-- worst min path at each step --
| stage | startpoint | end | slack, ns | cells after the start |
|---|---|---|---|---|
| after global routing | out[3]$_SDFFE_PP0P_ | out[1]$_SDFFE_PP0P_ | 0.59 | 2 |
| final | out[3]$_SDFFE_PP0P_ | out[1]$_SDFFE_PP0P_ | 0.55 | 2 |
| after CTS | out[3]$_SDFFE_PP0P_ | out[1]$_SDFFE_PP0P_ | 0.56 | 2 |
-- cell families (layout without fill, tap and decap cells) --
| kind of cell | count (synthesis) | in the layout |
|---|---|---|
| and+or+nand+nor | 9 | 9 |
| AOI/OAI and AO/OA | 8 | 8 |
| DFF | 4 | 4 |
| buffers and inverters | 3 | 12 |
| adders and majority gates | 1 | 1 |
-- metrics by stage --
stage / cell area (sq um) / hold WS (ns) / utilization [%] / setup slack, ns
2_1_floorplan: 206 / 0.412 / - / 0.431
3_3_place_gp: 324 / 0.550 / 9.49 / 0.197
3_5_place_dp: 324 / 0.535 / 9.49 / 0.200
4_1_cts: 347 / 0.556 / 10.1 / 0.175
5_1_grt: 347 / 0.586 / 10.1 / 0.102
6_report: 347 / 0.549 / 10.1 / 0.176
-- cell type report --
type,instances,area share (%)
repair buffers,6,17.3
clock buffers,3,6.50
well taps,46,16.6
inverters,3,3.25
multi-input cells,18,33.2
flip-flops and latches,4,23.1
-- cells in the final DEF, fill, tap and decap left out --
cell type,Yosys,final
clkdlybuf4s50_1,0,6
nand2_1,4,4
dfxtp_1,4,4
inv_1,3,3
nor2_1,3,3
clkbuf_4,0,3
o21ai_1,1,1
or3b_1,1,1
a21oi_2,1,1
a2111oi_2,1,1
o32a_1,1,1
a31oi_1,1,1
nor3_1,1,1
o21ai_0,1,1
a21oi_1,1,1
a211oi_1,1,1
ha_1,1,1
-- report_power, final --
group | switching (mW) | internal [mW]
clock | 0.0397 | 0.0790
combinational | 0.0161 | 0.0224
sequential | 0.00722 | 0.0989
-- metal layers --
metal  vias up  track usage [%]
met3         0             2.73
met5         -                0
met1       101             1.73
li1        110                -
met2        10             1.69
met4         0            0.176
