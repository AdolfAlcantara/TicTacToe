==> design/flow/design.v <==
module lfsr_sup
  (
   input i_Clk,
   input i_Enable,
   input i_Seed_DV,
   input [3:0] i_Seed_Data,
   output [3:0] o_LFSR_Data
   );
  reg [4:1] r_LFSR = 0;
  reg              r_XNOR;
  always @(posedge i_Clk)
    begin
      if (i_Enable == 1'b1)
        begin
          if (i_Seed_DV == 1'b1)
            r_LFSR <= i_Seed_Data;
          else
            r_LFSR <= {r_LFSR[4-1:1], r_XNOR};
        end
    end
  always @(*)
    begin
      r_XNOR = r_LFSR[4] ^~ r_LFSR[3];
    end  
  assign o_LFSR_Data = r_LFSR[4:1];
endmodule  
==> design/flow/run.sh <==
#!/bin/bash
# OpenROAD 26Q1-2900-gdf79404cd8, Yosys 0.63+post, stock flow scripts
make -C /OpenROAD-flow-scripts/flow DESIGN_CONFIG=/design/flow/config.mk WORK_HOME=/design/flow/orfs finish
==> design/flow/config.mk <==
export PLATFORM = sky130hd
export DESIGN_NAME = lfsr_sup
export DESIGN_NICKNAME = lfsr_sup
export VERILOG_FILES = /design/flow/design.v
export SDC_FILE = /design/flow/constraint.sdc
export NUM_CORES = 4
export LEC_CHECK = 1
export CORE_AREA = 10 10 70 70
export DIE_AREA = 0 0 80 80
==> design/flow/constraint.sdc <==
current_design lfsr_sup

set clk_period 1.9
set clk_io_pct 0.2

create_clock -name clk0 -period $clk_period [get_ports {i_Clk}]

set non_clock_inputs [all_inputs -no_clocks]
set_input_delay [expr $clk_period * $clk_io_pct] -clock clk0 $non_clock_inputs
set_output_delay [expr $clk_period * $clk_io_pct] -clock clk0 [all_outputs]
==> results.py <==
# Synthesis and PnR figures
metrics = {
    "synth": {
        "post_synth_instance_area_um2": 171,
        "synthesis.instances": 10,
        "post_synth_num_cell_types": 5,
        "ys_area_um2": 171,
        "synth.yosys.warnings": 1,
        "simple_gate_area_share_pct": 2.19,
        "yosys_cells": 10,
        "largest_area_cell": "edfxtp_1",
        "synth_xor_xnor_area_share_pct": 5.11,
        "synth-seq-area-share_pct": 70.1,
        "top_area_cell_type_share_of_the_netlist_area_pct": 70.1,
        "yosys_adder_share_pct": 0,
        "synth-seq-cells": 4,
        "synthTopCellsByArea": "edfxtp_1 70%, mux2_2 20%, xor2_1 5.1%, o21ai_0 2.9%, nand2_1 2.2%",
        "synth_area_per_cell_um2": 17.1,
        "ys_top_logic_family": "multiplexers",
        "synthMuxAreaShare_pct": 19.7,
        "synthAoiAreaFrac_pct": 2.92,
    },
    "power": {
        "netSwitchingFraction_pct": 18.6,
        "power_density_nw_per_um2": 715,
        "p_int_w": 0.000205,
        "comb_power_share_pct": 14.5,
        "power_leakage_nw": 0.112,
        "sequentialPowerShare_pct": 44.3,
        "peakVddDrop_mv": 0.106,
        "finalPower_w": 0.000251,
        "clockPowerShare_pct": 41.2,
        "netSwitchingPower_w": 0.0000466,
    },
    "routing": {
        "detailedRoute.firstIterationViolations": 9,
        "via_count": 136,
        "detail_route.wirelength_um": 559,
        "detail_route.first_pass.iterations": 2,
        "insertedDiodeCount": 0,
        "route.antenna.remaining_nets": 0,
        "detail_route.wl_per_cell_um": 8.10,
        "viasPerCell": 1.97,
        "number_of_remaining_drc_errors": 0,
    },
    "timing": {
        "worst_slack_ns": 0.436,
        "max_slew_margin_pct": 83.7,
        "clock_skew_ns": 0.000476,
        "setup_tns_ns": 0,
        "timing.final.hold_violations": 0,
        "setup_viol_count_final": 0,
        "final.period_utilization_pct": 77.1,
        "clock.fmax_ghz": 0.683,
        "worst_pin_slew_ns": 0.242,
        "hold_ws_ns": 0.590,
        "finalMaxSlewViolations": 0,
        "grt_setup_unrepaired": "no",
        "fin_crit_ns": 1.46,
    },
    "global_route": {
        "use_met2_pct": 1.28,
        "grt-ovfl-total": 0,
        "grt_pass1_vias": 159,
        "groute.layer.met3.usage_pct": 3.52,
        "grt_start_max_net_pins": 6,
        "track_usage_pct": 1.86,
        "wire_length_of_the_first_global_routing_pass_um": 800,
        "global_route.usage.met1_pct": 2.02,
        "busiest_layer": "met3",
        "grt_antenna_before_repair": 0,
    },
    "floorplanning": {
        "core_um2": 3420,
        "chip_area_um2": 6400,
        "chipWidth_um": 80,
        "die_height_um": 80,
        "floorplan.initialDensity_pct": 5.02,
        "rows": 21,
        "top_level_ports": 11,
    },
    "flow_run": {
        "stage_log_warnings": 25,
        "maxCapViolCount": 0,
    },
    "place": {
        "gp_congestion": 0.721,
        "dp.final_hpwl_um": 452,
        "place.port_buffers": 10,
        "setup_slack_placement_ns": 0.336,
    },
    "setup_path": {
        "critical_path.top_delay_family": "buffers and inverters",
        "timing.critical_path.from_type": "flip-flop",
        "worst-endpoint-arrival_ns": 1.08,
        "timing.critical_path.cells": "clkdlybuf4s50_1",
        "path_buffers": 1,
        "crit_path_end_kind": "output port",
        "worstPathMaxFanout": 3,
        "max_stage_delay_ns": 0.49,
        "worst_path_max_delay_cell": "clkdlybuf4s50_1",
        "worstSetupPathType": "reg -> out",
        "cp_data_required_time_ns": 1.52,
    },
    "run_status": {
        "status": "complete, no violations",
    },
    "final_layout": {
        "top_regs": "r_LFSR (4)",
        "area_growth_syn_to_layout_pct": 105,
        "final_core_util_pct": 10.3,
        "largest_register_ff_count": 4,
        "largest-register": "r_LFSR",
        "final_layout_size_suffix_gt1_share_pct": 26.1,
    },
    "clock_tree": {
        "path_clk_slew_ns": 0.04,
        "cts.path.max_buffers": 2,
        "cts_inserted_buffers": 3,
        "clkLatencyLatePin_ns": 0.23,
        "clk_root_buffer_cell": "clkbuf_4",
        "htree_levels": 1,
        "cts_num_sinks": 4,
        "post_cts_hold_buffer_count": 0,
        "post-cts-setup-buffers": 0,
        "ctsResizeCount": 0,
        "cts_tree": "built",
    },
    "min_path": {
        "worst_hold_path_type": "reg -> reg",
    },
}
-- power groups by stage --
stage	Clock, W	Sequential (W)	Combinational, W
6_report	0.000103	0.000111	0.0000365
4_1_cts	0.000110	0.000111	0.0000370
5_1_grt	0.000118	0.000112	0.0000393
-- stage by stage --
stage	cells	cell area, um2
floorplan	10	171
global placement	66	329
detailed placement	66	329
CTS	69	352
global route	69	352
finish	69	352
-- metal layers --
layer  vias up  wire (um)
met4         0          0
li1         65          -
met2        13        110
met3         0        176
met1        58        271
met5         -          0
-- cell usage after synthesis --
master,count
o21ai_0,1
edfxtp_1,4
mux2_2,3
xor2_1,1
nand2_1,1
-- logic make-up (layout without fill, tap and decap cells) --
family / count (synthesis) / count (layout)
buffers and inverters: 0 / 13
xor gates and xnor gates: 1 / 1
and+or+nand+nor: 1 / 1
AOI/OAI and AO/OA: 1 / 1
muxes: 3 / 3
DFF: 4 / 4
-- worst paths after layout --
path	from	to	slack, ns	depth (start not counted)
worst max-delay path	r_LFSR[3]	o_LFSR_Data[2]	0.44	1
worst min register to register	r_LFSR[2]	r_LFSR[3]	0.59	1
worst min-delay path	r_LFSR[2]	r_LFSR[3]	0.59	1
worst max register to register	r_LFSR[4]	r_LFSR[1]	0.92	2
-- cells in the final DEF, fill, tap and decap left out --
cell type        netlist  final
xor2_1                 1      1
clkbuf_4               0      3
clkdlybuf4s50_1        0     10
nand2_1                1      1
mux2_2                 3      3
o21ai_0                1      1
edfxtp_1               4      4
-- area by class of cell --
| class | instances | area, um2 |
|---|---|---|
| fill | 397 | 3060 |
| sequential | 4 | 120 |
| timing repair buffer | 10 | 100 |
| tap | 46 | 57.6 |
| multi-input combinational | 6 | 51.3 |
| clock buffer | 3 | 22.5 |
Power and IR drop assume default switching activity.
